===== ./design.v =====
module rol(A,B,C);
input [31:0] A, B;
output [31:0] C;
always @ (A, B) begin
    C = A <<< B;
    end
endmodule

===== ./run.sh =====
#!/bin/bash
# OpenROAD 26Q1-2900-gdf79404cd8, Yosys 0.63+post, stock flow scripts
make -C /OpenROAD-flow-scripts/flow DESIGN_CONFIG=/design/flow/config.mk WORK_HOME=/design/flow/orfs finish

===== ./config.mk =====
export PLATFORM = sky130hd
export DESIGN_NAME = rol
export DESIGN_NICKNAME = rol
export VERILOG_FILES = /design/flow/design.v
export SDC_FILE = /design/flow/constraint.sdc
export NUM_CORES = 4
export LEC_CHECK = 1
export CORE_UTILIZATION = 30

===== ./constraint.sdc =====
current_design rol

set clk_period 5.1
set clk_io_pct 0.2

create_clock -name clk0 -period $clk_period

set non_clock_inputs [all_inputs -no_clocks]
set_input_delay [expr $clk_period * $clk_io_pct] -clock clk0 $non_clock_inputs
set_output_delay [expr $clk_period * $clk_io_pct] -clock clk0 [all_outputs]

==> results.env <==
SYN_AREA_PER_CELL_UM2=8.701
ROW_COUNT=29
YOSYS_WARNINGS=2
CHIPHEIGHT_UM=85.26
TIMING.CRITICAL_PATH.REQUIRED_NS=4.08
IOPINCOUNT=96
WORST_SETUP_PATH_END_KIND='primary output'
ROUTED_WIRE_LENGTH_PER_INSTANCE_UM=17.45
POST_LAYOUT_PERIOD_USAGE_PCT=88.87
FLOORPLAN.DIE_AREA_UM2=7268
MOST_FREQUENT_CELL_AFTER_SYNTHESIS='sky130_fd_sc_hd__mux4_2'
SETUP_VIOL=0
GRT_USAGE_PCT=19.92
TOOL_WARNINGS=32
TYPE_OF_THE_TIGHTEST_MIN_DELAY_CHECK='in2out'
SYNTHDOMINANTAREACELLTYPE='sky130_fd_sc_hd__mux4_2'
PERIOD_NEEDED_NS=4.532
GRT_REMAINING_OVERFLOW=0
FINALMAXSLEWVIOLATIONS=0
ANTENNA_LEFT=0
CP-START-KIND='input port'
SETUP.WORST_PATH.CLASS='in2out'
YOSYS.STAT.CHIPAREA_UM2=2079
DETAILROUTE.VIA_COUNT=2319
WORST-ENDPOINT-ARRIVAL_NS=3.51
NETLIST_AREA_UM2=2079
AVGVIACOUNTPERCELL=5.901
AREA_GROWTH_SYN_TO_LAYOUT_PCT=47.35
CRITPATHMAXFANOUT=10
FIRST_ITER_VIOLATIONS=148
MAX_SLEW.WORST_PIN.SLEW_NS=0.5462
NUMBER_OF_GLOBAL_ROUTE_VIAS_BEFORE_REPAIR=2195
WORST_SLEW_MARGIN_REL_PCT=62.55
MAXCAPVIOLCOUNT=0
AREA_FRACTION_OF_THE_DOMINANT_CELL_TYPE_AFTER_SYNTHESIS_PCT=40.07
PLACEABLECOREAREA_UM2=6531
RSZ_0062_RAISED_AFTER_GLOBAL_ROUTING='false'
GRT_FIRST_PASS_WIRELENGTH_UM=11220
END_POINT_OF_THE_MOST_CRITICAL_HOLD_PATH='C[0]'
MAX_FREQ_MHz=220.6
LEAKAGE_nW=1.048
LAYOUT.SEQUENTIAL_CELLS=0
NUM-FILL-CELLS=606
DRT-PASS1-ITER-COUNT=4
ROUTABILITYCONGESTION=0.8724
POST_CTS_RESIZED=0
WORSTHOLDSTART='A[0]'
SYNTH_SEQ_SHARE_PCT=0
INITCOREUTIL_PCT=31.84
LAYOUT.CLOCK_BUFFERS=0
DIE_WIDTH_UM=85.26
FIN_HOLD_VIOLS=0
SYNTHTOPCELLSBYCOUNT='sky130_fd_sc_hd__mux4_2, sky130_fd_sc_hd__nand2_1, sky130_fd_sc_hd__nor2_1'
TOTALWIRELENGTH_UM=6859
GRT_ANTENNA_BEFORE_REPAIR=0
YS_CELLS=239
MAXIMUM_NUMBER_OF_PINS_ON_ONE_NET_BEFORE_GLOBAL_ROUTE_REPAIR=45
CTSHOLDBUFFERS=0
PORT-BUFFER-COUNT=96
NETLIST-CELL-TYPE-COUNT=41
DRIVE_GT1_SHARE_PCT=19.30
DP_HPWL_UM=5424
POWER.TOTAL_W=0.0002442
SYNTH.AREA.TOP_CELLS='sky130_fd_sc_hd__mux4_2, sky130_fd_sc_hd__mux2i_1, sky130_fd_sc_hd__nand2_1'
REGAREA_UM2=0
POST_SYNTHESIS_INSTANCE_TOTAL=239
TIMING.SETUP.TNS_NS=0
POST-CTS-SETUP-BUFFERS=0
HOLDPATHSTAGES=4
RESULT_OF_THE_RUN='complete, no violations'
DRC=0
P_PER_AREA_nW_PER_UM2=79.71
IR_WORST_VDD_mV=0.04881
ROUTE.ANTENNA.DIODE_COUNT=0
metal layers:
layer  vias to the layer above  GRT usage (%)  part of all wire, %
met5                         -              0                    0
met4                         0         0.1515                    0
met1                      1063          30.84                   44
met3                         0          5.528                   12
met2                       148          30.72                   44
li1                       1108              -                    -
cell usage in the layout (no fill, tap or decap), types with 2 or more instances in the layout:
cell type and instances:
sky130_fd_sc_hd__clkdlybuf4s50_1 95, sky130_fd_sc_hd__mux4_2 37, sky130_fd_sc_hd__nand2_1 36, sky130_fd_sc_hd__nor2_1 20, sky130_fd_sc_hd__mux2i_1 14, sky130_fd_sc_hd__a21oi_1 14
sky130_fd_sc_hd__mux2_2 9, sky130_fd_sc_hd__nor4_1 9, sky130_fd_sc_hd__nand3_1 6, sky130_fd_sc_hd__o21ai_1 6, sky130_fd_sc_hd__a211oi_1 6, sky130_fd_sc_hd__and2_1 5
sky130_fd_sc_hd__o211ai_1 5, sky130_fd_sc_hd__buf_4 5, sky130_fd_sc_hd__a211o_1 4, sky130_fd_sc_hd__nor3_1 4, sky130_fd_sc_hd__nand2b_1 3, sky130_fd_sc_hd__o21ai_0 3
sky130_fd_sc_hd__and3_1 3, sky130_fd_sc_hd__buf_12 3, sky130_fd_sc_hd__inv_1 2, sky130_fd_sc_hd__or3_1 2, sky130_fd_sc_hd__o22ai_1 2, sky130_fd_sc_hd__a311o_1 2
sky130_fd_sc_hd__o31ai_1 2, sky130_fd_sc_hd__nor3_2 2, sky130_fd_sc_hd__nand4_1 2, sky130_fd_sc_hd__a31oi_1 2, sky130_fd_sc_hd__nor2b_1 2
cell families (layout without fill, tap and decap cells):
logic type | Yosys count | in the layout | synth area share (%)
AND/OR/NAND/NOR | 99 | 99 | 23.47
multiplexers | 61 | 61 | 52.95
AND-OR/OR-AND | 48 | 48 | 14.92
buffers and inverters | 31 | 108 | 8.664
critical path, cell delays in order:
cell	delay [ns]
sky130_fd_sc_hd__clkdlybuf4s50_1	0.40
sky130_fd_sc_hd__nor4_1	0.29
sky130_fd_sc_hd__nand2_1	0.09
sky130_fd_sc_hd__or3_1	0.37
sky130_fd_sc_hd__nand2b_1	0.38
sky130_fd_sc_hd__buf_4	0.29
sky130_fd_sc_hd__a211oi_1	0.17
sky130_fd_sc_hd__clkdlybuf4s50_1	0.49
stage by stage:
stage | setup slack, ns | hold WS (ns) | instances | instance area (um^2) | utilization (%)
after floorplan | 1.611 | 2.121 | 239 | 2079 | -
after global placement | 0.5803 | 3.156 | 393 | 3064 | 46.92
after detailed placement | 0.5393 | 3.169 | 393 | 3064 | 46.92
after CTS | 0.5302 | 3.173 | 393 | 3064 | 46.92
after global routing | 0.3225 | 3.224 | 393 | 3064 | 46.92
final | 0.5675 | 3.168 | 393 | 3064 | 46.92
how the worst max path moves through the flow:
stage / to / start
4_1_cts: C[12] / B[12]
5_1_grt: C[12] / B[12]
6_report: C[12] / B[12]
final cells by class:
class | instances | area, um^2 | area share (%)
inverters | 4 | 15.01 | 0.4900
multi-input cells | 208 | 1899 | 61.98
well taps | 77 | 96.34 | 3.144
repair buffers | 104 | 1054 | 34.38
power by group:
group	switching, W	internal, W
Combinational	0.000110	0.000134
Clock	0	0
Sequential	0	0
Power figures rest on the tool's default switching activity, not on a simulated workload.
