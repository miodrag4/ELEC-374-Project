## flow/config.mk

```make
export PLATFORM = sky130hd
export DESIGN_NAME = shl
export DESIGN_NICKNAME = shl
export VERILOG_FILES = /design/flow/design.v
export SDC_FILE = /design/flow/constraint.sdc
export NUM_CORES = 4
export LEC_CHECK = 1
export CORE_UTILIZATION = 30
```

## flow/constraint.sdc

```tcl
current_design shl

set clk_period 8.4
set clk_io_pct 0.2

create_clock -name clk0 -period $clk_period

set non_clock_inputs [all_inputs -no_clocks]
set_input_delay [expr $clk_period * $clk_io_pct] -clock clk0 $non_clock_inputs
set_output_delay [expr $clk_period * $clk_io_pct] -clock clk0 [all_outputs]
```

## flow/design.v

```verilog
module shl(A,B,C);
input [31:0] A, B;
output [31:0] C;
always @ (A, B) begin
    C = A << B;
    end
endmodule
```

## flow/run.sh

```bash
#!/bin/bash
# OpenROAD 26Q1-2900-gdf79404cd8, Yosys 0.63+post, stock flow scripts
make -C /OpenROAD-flow-scripts/flow DESIGN_CONFIG=/design/flow/config.mk WORK_HOME=/design/flow/orfs finish
```

==> impl_metrics.toml <==
# flow metrics
[floorplanning]
fp.coreArea_um2 = 6530
fp_util_pct = 31.8
fp.dieH_um = 85.3
die_area_um2 = 7270
die_w_um = 85.3
io_pins = 96
core.rowCount = 29

[power_and_ir_drop]
p_leak_nw = 1.02
p_int_mw = 0.0790
p_seq_share_pct = 0
p_clk_share_pct = 0
finalPower_mw = 0.145
p_sw_share_pct = 45.5
power_frac_comb_pct = 100.0
power_switching_mw = 0.0658
powerDensity_nw_per_um2 = 48.3
ir_worst_vdd_mv = 0.0377

[hold_path]
holdPathEnd = "C[0]"
hold_path.class = "in -> out"
hold_start = "A[0]"
min_path_cells = 4

[global_route]
grt_antenna_before_repair = 0
grt_usage_pct = 19.9
overflow = 0
grt_start_max_net_pins = 49
grt_pass1_wl_mm = 11.2
first_global_vias = 2122

[cells_and_area]
clock_buffers = 0
syn_to_final_growth_pct = 44.1
seq_area_um2 = 0
final_cells = 389
drive_gt1_share_pct = 18.3
lay_top_count = "clkdlybuf4s50_1"
lay_top_cells = "clkdlybuf4s50_1, mux4_2, nand2_1"
final_area_um2 = 3000
flops = 0

[sta]
max_freq_mhz = 159
tns_ns = 0
worst_slew_pin_slew_ns = 0.747
period_needed_ns = 6.28
final-hold-violation-count = 0
final.period_utilization_pct = 74.7
slew_headroom_pct = 50.2
rsz0062_at_grt = "false"
finalSetupViolations = 0
finalMaxSlewViolations = 0

[place]
port_buffers = 96
hpwlAfterDp_mm = 5.39
gp_congestion = 0.888
numPlacedInstances = 389
dpl_cell_area_um2 = 3000

[routing]
n_antenna_cell = 0
drt.antenna.violating_nets = 0
dr.pass1.iters = 4
wirelength_mm = 6.96
drt_iter0_drc = 207
vias = 2273
drt-met1-wl_mm = 3.35
wl_met3_um = 554
routedWlPerCell_um = 17.9
met2_wirelength_mm = 3.04
top_layer = "met4"
viasPerCell = 5.84
drc = 0

[yosys]
avgSynthCellArea_um2 = 8.70
ys_warn_count = 2
yosys-stat-cells = 239
ys_seq_share_pct = 0
synthCells = 239
synth-area-yosys_um2 = 2080
ys_types = 41
syn_area_um2 = 2080

[critical_path]
cp-end-kind = "output port"
timing.critical_path.arrival_ns = 4.60
cp_max_fo = 17
crit_chain = "clkdlybuf4s50_1 > nor4_1 > nand2_1 > or3_1 > nand2b_1 > nor4_1 > clkdlybuf4s50_1"
cp_slowest_cell = "or3_1"
required_ns = 6.72
cp-start-kind = "input pin"
worstSetupPathType = "in -> out"
slowest_delay_ns = 0.62

[clock_tree]
post_cts_resized = 0
ctsHoldBuffers = 0
cts_setup_buffers = 0

[job]
warnings = 32
drv_cap = 0

[status]
status = "completed"
worst max path at each step:
stage | start | to | depth (start not counted)
global route | B[5] | C[0] | 7
finish | B[12] | C[0] | 7
CTS | B[12] | C[0] | 7
stage by stage:
stage	hold slack, ns	setup slack, ns	util, %
4_1_cts	4.49	2.08	45.9
3_3_place_gp	4.48	2.19	45.9
3_5_place_dp	4.48	2.07	45.9
5_1_grt	4.53	1.83	45.9
2_1_floorplan	3.44	3.59	-
6_report	4.47	2.12	45.9
critical path, delay by kind of cell:
family        cells  cell delay (ns)
buf+inv           2             0.92
simple gates      5             1.99
power groups by stage:
stage	Clock (mW)	Sequential (mW)	Combinational [mW]
4_1_cts	0	0	0.145
5_1_grt	0	0	0.157
6_report	0	0	0.145
per-layer routing:
metal / global-route usage [%] / vias up
met3: 2.86 / 2
met1: 33.6 / 1082
met5: 0 / -
met4: 0.606 / 0
li1: - / 1097
met2: 29.5 / 92
layout make-up:
class,instances,area (um2)
fillers,640,3530
multi-input cells,208,1900
repair buffers,100,986
well taps,77,96.3
inverters,4,15.0
kinds of logic after synthesis:
group / after synthesis / share of synthesized area, %
AOI/OAI and AO/OA: 48 / 14.9
muxes: 61 / 52.9
buffers and inverters: 31 / 8.66
and+or+nand+nor: 99 / 23.5
cell usage after synthesis (all sizes together):
library cell,count,area [um2]
or3,2,12.5
and2,5,31.3
a211oi,6,45.0
mux2,9,101
and3,3,18.8
o31ai,2,15.0
o22a,1,8.76
nor2b,2,12.5
nor4b,1,15.0
nor3,6,40.0
clkbuf,10,37.5
a311o,2,20.0
nor2,20,75.1
or2,1,6.26
clkinv,1,3.75
a211o,4,35.0
buf,17,128
nand3b,1,7.51
a31o,1,8.76
mux2i,14,140
nand2,36,135
mux4,38,860
a21oi,14,70.1
nand2b,3,18.8
o211ai,5,37.5
o22ai,2,12.5
inv,3,11.3
nand4,2,12.5
nand3,6,30.0
and2b,1,7.51
nor4,9,56.3
and3b,1,8.76
a31oi,2,12.5
o21ai,9,45.0
No activity file was given, so power comes from the tool's default toggle rates.
