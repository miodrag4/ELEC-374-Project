==> design/flow/design.v <==
module REG_64(
    input wire clk, 
	 input wire clear,
	 input wire enable,
    input wire [63:0] BusMuxOut,
    output wire [63:0] BusMuxin
);
    reg [63:0] Q;
    always @(posedge clk)
        begin
          if (clear)
            Q <= 63'b0;
          else if (enable)
            Q <= BusMuxOut;
        end
    assign BusMuxin = Q;
endmodule
==> design/flow/run.sh <==
#!/bin/bash
# OpenROAD 26Q1-2900-gdf79404cd8, Yosys 0.63+post, stock flow scripts
make -C /OpenROAD-flow-scripts/flow DESIGN_CONFIG=/design/flow/config.mk WORK_HOME=/design/flow/orfs finish
==> design/flow/config.mk <==
export PLATFORM = sky130hd
export DESIGN_NAME = REG_64
export DESIGN_NICKNAME = REG_64
export VERILOG_FILES = /design/flow/design.v
export SDC_FILE = /design/flow/constraint.sdc
export NUM_CORES = 4
export LEC_CHECK = 1
export CORE_UTILIZATION = 30
==> design/flow/constraint.sdc <==
current_design REG_64

set clk_period 1.0
set clk_io_pct 0.2

create_clock -name clk0 -period $clk_period [get_ports {clk}]

set non_clock_inputs [all_inputs -no_clocks]
set_input_delay [expr $clk_period * $clk_io_pct] -clock clk0 $non_clock_inputs
set_output_delay [expr $clk_period * $clk_io_pct] -clock clk0 [all_outputs]
==> flow_summary.ini <==
; implementation run metrics
[run_status]
outcome = complete, no violations

[clock_network]
clkLatencyLatePin_ns = 0.33
cts_tree = yes
cts-buffers-inserted = 9
clock_sinks = 64
clkTransAtPathRegs_ns = 0.07
h-tree-depth = 3
postCtsSetupRepairBufs = 0
clk_path_buf_depth = 2
clockRootBuffer = clkbuf_8

[critical_path]
critPathCaptureType = output pin
slowest_stage = dfxtp_2
arrival_ns = 0.76
crit_required_ns = 0.80
cp_max_fo = 2
critPathTopFamily = flip-flops
crit_buf_inv = 1
critPathLaunchType = register
path_cells = buf_2
cpPeakStageDelay_ns = 0.32
path_class = register to output pin

[detailed_routing]
via_count = 1847
wirelength_um = 5270
wl_per_cell_um = 11.9
vias_per_cell = 4.16
antenna_cells = 0
drc = 0
drtAntennaViolNets = 0
drt_iter0_markers = 30
firstDrtPassIters = 4

[yosys]
ys_sh_simple = 0.105
ys_sh_xor = 0
avgSynthCellArea_um2 = 11.1
synth_seq_share = 0.559
ys.flops = 64
yosys_warnings = 1
yosys_area_mm2 = 0.00229
adder_share = 0
syn_area_mm2 = 0.00229
syn_inst = 206
top_logic_kind = multiplexers
yosysUniqueCellTypes = 7
synthMuxAreaShare = 0.280
synth.cellmix.compoundShare = 0
yosysCellCount = 206

[power_and_ir_drop]
peakVddDrop_uv = 656
p_leak_nw = 1.78
power_density_mw_per_mm2 = 1580

[finish]
area_delta_synth_final_pct = 58.9
comb_area_um2 = 881
drive_above_1_share = 0.438
top_regs = Q (64)
final_util = 0.497
largest_reg_flops = 64
fill_cells = 682
seqCellArea_mm2 = 0.00136
instances_no_fill = 444
largest_register = Q

[sta]
fmax_mhz = 1040
finalMaxSlewViolations = 0
rsz0062_at_grt = yes
whs_ns = 0.239
period_needed_ns = 0.957
tightest_slew_ns = 0.145
hold_viol_final = 0
fin_crit_sh = 0.957
clock_skew_ns = 0
max-slew-margin-rel = 0.900
setup_viol = 0

[global_routing]
grtUsageMet3 = 0.0337
use_met2 = 0.196
antenna_found_initial = 0
grt_max_degree = 33
grt_overflow = 0
grt_pass1_wl_um = 7800
gr-usage-met1 = 0.182
grt_pass1_vias = 1675
grt.busiest_layer = met2
grt.total_usage = 0.126

[job]
maxCapViolCount = 0
warnings = 26

[placed_design]
routabilityCongestion = 0.753
io_buffers = 130
hpwl_um = 3660
placed_cells = 428

[die]
row_count = 31
fp_util = 0.313
die_w_um = 89.4
die_h_um = 89.4
pin_count = 131
die-area_mm2 = 0.00799
coreArea_mm2 = 0.00733

[hold_path]
hold_class = input port to register
through the flow:
stage	area, µm²	TNS, ns	power [mW]	setup WS [ns]
finish	3640	0	5.75	0.0428
global route	3640	-0.000433	6.04	-0.000433
CTS	3640	0	5.86	0.0123
detailed placement	3680	0	3.72	0.000704
global placement	3680	0	3.72	0.000636
floorplan	2290	0	3.12	0.146
Yosys cell counts:
cell	instances	share of area
clkbuf_2	1	0.0022
buf_1	6	0.0098
buf_6	1	0.0049
mux2i_1	64	0.28
buf_8	6	0.039
dfxtp_1	64	0.56
nor2_1	64	0.10
cell families (layout without fill, tap and decap cells):
logic type | Yosys count | after routing
simple gates | 64 | 64
flops | 64 | 64
mux | 64 | 64
buf+inv | 14 | 153
report_power, final:
group          total [mW]  switching, mW  internal, mW  leakage [nW]
Sequential           2.79         0.0632          2.73         0.551
Clock                2.21          0.931          1.28         0.103
Combinational       0.745          0.246         0.499          1.13
cell type report:
| cell class | count | area share |
|---|---|---|
| flip-flops and latches | 64 | 0.374 |
| repair buffers | 137 | 0.296 |
| multi-input cells | 128 | 0.242 |
| clock buffers | 13 | 0.0436 |
| well taps | 99 | 0.0340 |
| clock inverters | 3 | 0.0110 |
what timing repair did:
item                                    CTS  global route
gates resized                           256             0
hold buffers                              0             0
endpoints found under the setup margin   64             1
per-layer routing:
metal	part of all wire	routed length, µm	vias up
met1	0.45	2370	814
met3	0.093	491	9
met2	0.44	2300	75
met5	0	0	-
met4	0.020	104	0
li1	-	-	949
final timing paths:
path	from	endpoint	slack (ns)	cells after the start
setup / recovery	Q[63]	BusMuxin[63]	0.04	1
hold reg to reg	Q[25]	Q[25]	0.48	2
hold / removal	enable	Q[42]	0.24	3
setup reg to reg	Q[28]	Q[28]	0.39	2
cells in the final DEF (no fill, tap or decap):
cell and n:
buf_2 65, dfxtp_2 64, mux2i_1 64, nor2_1 64, clkdlybuf4s50_1 64, clkbuf_8 11, buf_4 4, buf_12 4
clkbuf_1 2, clkinv_2 2, bufinv_16 1
Power is estimated from default activity; no workload was simulated.
